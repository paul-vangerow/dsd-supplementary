==> design/flow/config.mk <==
export PLATFORM = sky130hd
export DESIGN_NAME = cordic_stage_multi_stage_latency
export DESIGN_NICKNAME = cordic_stage_multi_stage_latency
export VERILOG_FILES = /design/flow/design.v
export SDC_FILE = /design/flow/constraint.sdc
export NUM_CORES = 4
export LEC_CHECK = 1
export CORE_UTILIZATION = 40
==> design/flow/constraint.sdc <==
current_design cordic_stage_multi_stage_latency

set clk_period 60.9
set clk_io_pct 0.2

create_clock -name clk0 -period $clk_period [get_ports {clk}]

set non_clock_inputs [all_inputs -no_clocks]
set_input_delay [expr $clk_period * $clk_io_pct] -clock clk0 $non_clock_inputs
set_output_delay [expr $clk_period * $clk_io_pct] -clock clk0 [all_outputs]
==> design/flow/design.v <==
module fl_f ( input wire[31:0] fl, output wire[21:0] f ); 
  wire [21:0] shift_wire[6];
  assign shift_wire[0] = {2'b01, fl[22:3]};
  assign shift_wire[1] = fl[23] ? (shift_wire[0]) : (shift_wire[0] >> 1);
  assign shift_wire[2] = fl[24] ? (shift_wire[1]) : (shift_wire[1] >> 2);
  assign shift_wire[3] = fl[25] ? (shift_wire[2]) : (shift_wire[2] >> 4);
  assign shift_wire[4] = fl[26] ? (shift_wire[3]) : (shift_wire[3] >> 8);
  assign shift_wire[5] = fl[27] ? (shift_wire[4]) : (shift_wire[4] >> 16);
  assign f = fl[30] ? 22'h200000 : (fl[31] ? (~shift_wire[5] + 1) : shift_wire[5]);
endmodule 
module fl_div_2 ( input wire[31:0] in_fl, output wire[31:0] out_fl ); 
  assign out_fl = { in_fl[31], in_fl[30:23] - 8'b1, in_fl[22:0] };
endmodule
module f_fl (input wire[21:0] f, output wire[31:0] fl);
  wire [24:0] mant_in = (f[21] ? (~f + 1) : f) << 3;  
  wire [24:0] shift_wire[22];
  wire [7:0]  exp [22];
  wire        disable_wire[22];
  wire [24:0] out_mant;
  genvar i;
  generate
    for (i = 0; i <= 20; i=i+1) begin
      if (i == 0) begin
        assign shift_wire[0] = 0;
        assign exp[0] = 0;
        assign disable_wire[0] = 0;
      end
      assign shift_wire[i+1] = (~disable_wire[i] && mant_in[23-i]) ? (mant_in << i) : shift_wire[i];  
      assign exp[i+1] = (~disable_wire[i] && mant_in[23-i]) ? i : exp[i];
      assign disable_wire[i+1] = mant_in[23-i] | disable_wire[i];
    end
  endgenerate
  assign fl = (f == 22'h200000) ? (32'hC0000000) : { f[21], (8'd127 ^ exp[21]), shift_wire[21][22:0] };
endmodule
module cordic_stage_basic #(
    parameter I       =     22'h0,
    parameter THETA_I =     22'h2243f
) (
    input  wire[21:0] x_i, 
    input  wire[21:0] y_i, 
    input  wire[21:0] z_i,
    output wire[21:0] xi_p, 
    output wire[21:0] yi_p, 
    output wire[21:0] zi_p
);
assign xi_p = x_i - $signed( z_i[21] != 0 ? ( ~( $signed(y_i) >>> I ) + 1) : ( $signed(y_i) >>> I ) );
assign yi_p = y_i + ( z_i[21] != 0 ? ( -($signed(x_i) >>> I )) : ( $signed(x_i) >>> I ) );
assign zi_p = z_i - $signed( z_i[21] != 0 ? ( -($signed(THETA_I)) ) : ( $signed(THETA_I) ) );
endmodule
module cordic_stage_basic_l #(
    parameter I       =     22'h0,
    parameter THETA_I0 =     22'h2243f,
    parameter THETA_I1 =     22'h2243f,
    parameter THETA_I2 =     22'h2243f,
    parameter THETA_I3 =     22'h2243f,
    parameter THETA_I4 =     22'h2243f
) (
    input  wire[21:0] x_i, 
    input  wire[21:0] y_i, 
    input  wire[21:0] z_i,
    input  wire[2:0] count,
    output wire[21:0] xi_p, 
    output wire[21:0] yi_p, 
    output wire[21:0] zi_p
);
reg [21:0] I_VAL;
reg [21:0] THETA_I;
always @ (count) begin
    case ( ((I == 3) ? (count - 3'b1) :  count) )
        3'b001 : begin
                    THETA_I = THETA_I1;
                    I_VAL = I + 4;
                 end
        3'b010 : begin
                    THETA_I = THETA_I2;
                    I_VAL = I + 8;
                 end
        3'b011 : begin
                    THETA_I = THETA_I3;
                    I_VAL = I + 12;
                 end
        3'b100 : begin
                    THETA_I = THETA_I1;
                    I_VAL = I + 16;
                 end
        default : begin
                    THETA_I = THETA_I0;
                    I_VAL = I;
                 end
    endcase
end
assign xi_p = x_i - $signed( z_i[21] != 0 ? ( ~( $signed(y_i) >>> I_VAL ) + 1) : ( $signed(y_i) >>> I_VAL ) );
assign yi_p = y_i + ( z_i[21] != 0 ? ( -($signed(x_i) >>> I_VAL )) : ( $signed(x_i) >>> I_VAL ) );
assign zi_p = z_i - $signed( z_i[21] != 0 ? ( -($signed(THETA_I)) ) : ( $signed(THETA_I) ) );
endmodule
module cordic_stage_multi_stage_latency #( 
    parameter NUM_STAGES = 22'h1
) (
    input  wire[31:0] float_in,
    input  wire       clk,
    output wire[31:0] float_out
);
    parameter [(20*22)-1:0] atan_table = {22'h2, 22'h4, 22'h8, 22'h10, 22'h20, 22'h40, 22'h80, 22'h100, 22'h1ff, 22'h3ff, 22'h7ff, 
                                          22'hfff, 22'h1fff, 22'h3ffe, 22'h7ff5, 22'hffaa, 22'h1fd5b, 22'h3eb6e, 22'h76b19, 22'hc90fd};
    parameter [(20*22)-1:0] k_table = {22'h9b74e, 22'h9b74e, 22'h9b74e, 22'h9b74e, 22'h9b74e, 22'h9b74e, 22'h9b74e, 22'h9b74e, 22'h9b74e,
                                       22'h9b74e, 22'h9b74f, 22'h9b750, 22'h9b755, 22'h9b768, 22'h9b7b6, 22'h9b8ed, 22'h9bdc8, 22'h9d130,
                                       22'ha1e89, 22'hb504f};
    wire [21:0] fixed_in;
    wire [21:0] fixed_out;
    wire [21:0] x_in[3:0];
    wire [21:0] y_in[3:0];
    wire [21:0] z_in[3:0];
    wire [21:0] x_out[3:0];
    wire [21:0] y_out[3:0];
    wire [21:0] z_out[3:0];
    wire [31:0] out_wire;
    reg [21:0] pipeline_reg_x;
    reg [21:0] pipeline_reg_y;
    reg [21:0] pipeline_reg_z;
    reg [31:0] out_reg;
    reg [2:0] counter;
    reg en;
    initial begin
        en = 0;
        counter = 0;
        out_reg = 22'hxxxxx;
    end
    always @ (float_in) begin
        if (float_in != 22'hxxxxx) begin
            en <= 1;
        end
    end
    integer j;
    always @ (posedge clk) begin
        pipeline_reg_x <= x_out[2];
        pipeline_reg_y <= y_out[2];
        pipeline_reg_z <= z_out[2];
        if ( (counter != 0) | (counter != 4 )| en) begin
            counter <= counter + 1;
        end
        if (counter == 4) begin
            out_reg <= out_wire;
            counter <= 0;
            en <= 0;
        end
    end
    wire[31:0] tmp;
    assign tmp = counter << 2;
    assign x_in[3] = pipeline_reg_x;
    assign x_in[0] = (counter == 0) ? k_table[(NUM_STAGES-1)*22+:22] : x_out[3];
    assign x_in[1] = x_out[0];
    assign x_in[2] = (counter == 4) ? 22'hx : x_out[1];
    assign y_in[3] = pipeline_reg_y;
    assign y_in[0] = (counter == 0) ? 22'h0 : y_out[3];
    assign y_in[1] = y_out[0];
    assign y_in[2] = (counter == 4) ? 22'hx : y_out[1];
    assign z_in[3] = pipeline_reg_z;
    assign z_in[0] = (counter == 0) ? fixed_in : z_out[3];
    assign z_in[1] = z_out[0];
    assign z_in[2] = (counter == 4) ? 22'hx : z_out[1];
    assign fixed_out = (counter == 4) ? x_out[1] : 22'hx;
    assign float_out = out_reg;
    genvar n;
    generate 
        for (n = 0; n < 4; n=n+1) begin : LatencyCordicStages
            cordic_stage_basic_l #(
                .I          (n), 
                .THETA_I0    (atan_table[(n)*22+:22]),  
                .THETA_I1    (atan_table[(n+4)*22+:22]),  
                .THETA_I2    (atan_table[(n+8)*22+:22]),  
                .THETA_I3    (atan_table[(n+12)*22+:22]),  
                .THETA_I4    (atan_table[(n+16)*22+:22])  
            ) istage ( 
                .x_i        (x_in[n]),
                .y_i        (y_in[n]),
                .z_i        (z_in[n]),
                .xi_p       (x_out[n]),
                .yi_p       (y_out[n]),
                .zi_p       (z_out[n]),
                .count      (counter)
            ); 
        end
    endgenerate
    fl_f converter1( .fl(float_in), .f(fixed_in));
    f_fl converter2( .f(fixed_out), .fl(out_wire));
endmodule
module cordic_stage_multi_stage_throughput #( 
    parameter NUM_STAGES = 22'h1
) (
    input  wire[31:0] float_in,
    input  wire       clk,
    output wire[31:0] float_out
);
    parameter [(20*22)-1:0] atan_table = {22'h2, 22'h4, 22'h8,
                                           22'h10, 22'h20, 22'h40,
                                           22'h80, 22'h100, 22'h1ff,
                                           22'h3ff, 22'h7ff, 22'hfff,
                                           22'h1fff, 22'h3ffe, 22'h7ff5,
                                           22'hffaa, 22'h1fd5b, 22'h3eb6e,
                                           22'h76b19, 22'hc90fd};
    parameter [(20*22)-1:0] k_table = {22'h9b74e, 22'h9b74e, 22'h9b74e,
                                       22'h9b74e, 22'h9b74e, 22'h9b74e,
                                       22'h9b74e, 22'h9b74e, 22'h9b74e,
                                       22'h9b74e, 22'h9b74f, 22'h9b750,
                                       22'h9b755, 22'h9b768, 22'h9b7b6,
                                       22'h9b8ed, 22'h9bdc8, 22'h9d130,
                                       22'ha1e89, 22'hb504f};
    wire [21:0] fixed_in;
    wire [21:0] fixed_out;
    wire  [21:0] x_in[0:NUM_STAGES];
    wire  [21:0] y_in[0:NUM_STAGES];
    wire  [21:0] z_in[0:NUM_STAGES];
    wire  [21:0] x_out[0:NUM_STAGES-1];
    wire  [21:0] y_out[0:NUM_STAGES-1];
    wire  [21:0] z_out[0:NUM_STAGES-1];
    wire  [31:0] out_wire;
    reg  [21:0] pipeline_reg_x[0:4];
    reg  [21:0] pipeline_reg_y[0:4];
    reg  [21:0] pipeline_reg_z[0:4];
    reg  [31:0] out_reg;
    assign x_in[0] = k_table[(NUM_STAGES-1)*22+:22];
    assign y_in[0] = 0;
    assign z_in[0] = fixed_in;
    assign float_out = out_reg;
    integer j;
    always @ (posedge clk) begin
        for (j = 0; j < NUM_STAGES; j=j+1) begin
            if ( j % 4 == 2 ) begin
                pipeline_reg_x[ j / 4] <= x_out[j];
                pipeline_reg_y[ j / 4] <= y_out[j];
                pipeline_reg_z[ j / 4] <= z_out[j];
            end
        end
        out_reg <= out_wire;
    end
    assign fixed_out = x_in[NUM_STAGES];
    genvar n;
    generate 
        for (n = 0; n < NUM_STAGES; n=n+1) begin :name2
            cordic_stage_basic #(
                .I          (n), 
                .THETA_I    (atan_table[n*22+:22])
            ) istage ( 
                .x_i        (x_in[n]),
                .y_i        (y_in[n]),
                .z_i        (z_in[n]),
                .xi_p       (x_out[n]),
                .yi_p       (y_out[n]),
                .zi_p       (z_out[n])
            ); 
            if ( n % 4 == 2 ) begin
                assign x_in[n+1] = pipeline_reg_x[ n / 4];
                assign y_in[n+1] = pipeline_reg_y[ n / 4];
                assign z_in[n+1] = pipeline_reg_z[ n / 4];
            end else begin
                assign x_in[n+1] = x_out[n];
                assign y_in[n+1] = y_out[n];
                assign z_in[n+1] = z_out[n];
            end
        end
    endgenerate
    fl_f converter1( .fl(float_in), .f(fixed_in));
    f_fl converter2( .f(fixed_out), .fl(out_wire));
endmodule
module cordic_stage(clk, dataa, result);
	input clk;
	input[31:0] dataa;
	output signed [31:0] result;
endmodule
==> design/flow/run.sh <==
#!/bin/bash
# OpenROAD 26Q1-2900-gdf79404cd8, Yosys 0.63+post, stock flow scripts
make -C /OpenROAD-flow-scripts/flow DESIGN_CONFIG=/design/flow/config.mk WORK_HOME=/design/flow/orfs finish
==> flow_metrics.env <==
# implementation run metrics
export IMPL_ys_flops=97
export IMPL_logic_area_sq_um=24200
export IMPL_powerDensity_nw_per_um2=4.74
export IMPL_vias=31100
export IMPL_largest_register_ff_count=28
export IMPL_timing_max_transition_violations_final=0
export IMPL_grt_most_used_layer="met2"
export IMPL_whs_ns=0.571
export IMPL_ys_seq_share=0.0792
export IMPL_route_antenna_remaining_nets=0
export IMPL_grt_max_degree=61
export IMPL_timing_max_slew_rel_slack=0.380
export IMPL_power_uw=142
export IMPL_synth_cells_yosys=4102
export IMPL_cts_tree="done"
export IMPL_library_cell_contributing_the_largest_single_delay_on_the_critical_path="sky130_fd_sc_hd__mux4_2"
export IMPL_combined_global_route_utilization_of_all_metal_layers=0.306
export IMPL_global_route_overflow=0
export IMPL_fillCellCount=7237
export IMPL_first_pass_iters=6
export IMPL_post_route_min_period_ns=30.21
export IMPL_tool_warnings=41
export IMPL_timing_critical_path_to_type="register"
export IMPL_grt_pass1_vias=28100
export IMPL_ioPinCount=65
export IMPL_criticalPathCategory="primary input to register"
export IMPL_number_of_warnings_reported_in_the_yosys_synthesis_log=9
export IMPL_postCtsSetupBuffers=0
export IMPL_core_area_sq_um=68900
export IMPL_via_per_inst=6.23
export IMPL_peakVddDrop_uv=12.7
export IMPL_ys_sh_xor=0.113
export IMPL_global_route_wire_length_before_repair_microns=166000
export IMPL_placed_cells=4977
export IMPL_place_congestion=1.06
export IMPL_synth_cellmix_simpleShare=0.242
export IMPL_layout_area_overhead_vs_synth_pct=7.06
export IMPL_finalHoldViolCount=0
export IMPL_timing_critical_path_slowest_cell_delay_ns=0.59
export IMPL_result_of_the_run="complete, no violations"
export IMPL_timing_critical_path_required_ns=61.18
export IMPL_totalNegativeSetupSlack_ns=0
export IMPL_postCtsHoldBufs=0
export IMPL_numCtsBuffers=9
export IMPL_worst_path_max_fanout=41
export IMPL_layout_drive_gt1_share=0.0596
export IMPL_compound_gate_portion_of_the_synthesized_area=0.334
export IMPL_class_of_the_worst_hold_path="register to register"
export IMPL_cts_repair_resize_count=0
export IMPL_logic_family="AND-OR/OR-AND gates"
export IMPL_ys_area_sq_um=28100
export IMPL_synth_cells=4102
export IMPL_fin_crit_sh=0.496
export IMPL_detail_route_wirelength_microns=109000
export IMPL_rsz0062_at_grt="no"
export IMPL_routed_wire_length_per_instance_microns=21.8
export IMPL_synth_main_ff_cell="sky130_fd_sc_hd__dfxtp_1"
export IMPL_drt_iter0_markers=3074
export IMPL_timing_critical_path_arrival_ns=30.49
export IMPL_antenna_violations_before_repair=0
export IMPL_cts_buffer_depth=2
export IMPL_die_height_microns=267
export IMPL_mux_share=0.0408
export IMPL_use_met1=0.416
export IMPL_clock_skew_ns=0.0225
export IMPL_final_setup_viol_count=0
export IMPL_post_synth_cell_area_avg_sq_um=6.84
export IMPL_syn_area_sq_um=28100
export IMPL_ctsRootBufferMaster="sky130_fd_sc_hd__clkbuf_16"
export IMPL_drc=0
export IMPL_clk_insertion_delay_late_ns=0.39
export IMPL_area_sequential_sq_um=2220
export IMPL_grt_util_met3=0.0370
export IMPL_clock_tree_htree_level_count=3
export IMPL_cap_violations=0
export IMPL_number_of_clock_sinks=97
export IMPL_critPathBufInv=10
export IMPL_static_leak_nw=12.4
export IMPL_enable_flop_cells=28
export IMPL_post_synth_num_cell_types=113
export IMPL_core_util_floorplan=0.407
export IMPL_diodes=0
export IMPL_path_delay_family="AND-OR/OR-AND gates"
export IMPL_count_of_buffers_from_port_buffering=56
export IMPL_tightestPinTransition_ns=0.927
export IMPL_timing_critical_path_mode_cell="sky130_fd_sc_hd__o21ai_0"
export IMPL_synthArstFlopShare=0
export IMPL_fp_dieW_microns=267
export IMPL_chip_area_sq_um=71200
export IMPL_critical_path_startpoint_type="primary input"
export IMPL_std_cell_rows=96
export IMPL_clkTransAtPathRegs_ns=0.07
export IMPL_m2_gr_usage=0.487
export IMPL_dp_final_hpwl_microns=86600
export IMPL_yosys_area_share_adder=0.132
export IMPL_max_clock_freq_ghz=0.0331
export IMPL_finalNonFillerCells=4993
==> synth_stat cells (all sizes together) (41+ instances only) <==
cell,instances,area [sq um]
nor2,419,1580
nand2,416,1560
o21ai,325,1630
a21oi,323,1640
ha,277,3470
xnor2,230,2030
inv,200,751
clkbuf,160,601
xor2,129,1130
nor3,120,622
a21o,111,833
nand3,91,460
dfxtp,69,1380
nand2b,67,419
o22ai,67,425
a211oi,65,493
a31oi,59,369
buf,58,294
mux2i,58,581
and2,57,357
o21a,47,353
o211ai,41,308
==> cell families (layout without fill, tap and decap cells) <==
family | count (synthesis) | in the layout
AND-OR/OR-AND | 1420 | 1420
XOR/XNOR | 359 | 359
adder cells (fa/ha/maj) | 289 | 289
buffers and inverters | 421 | 379
flip-flops | 97 | 97
multiplexers | 89 | 89
other | 1 | 3
AND/OR/NAND/NOR | 1426 | 1426
==> stage by stage <==
| stage | util | instance area (sq um) | worst slack (ns) |
|---|---|---|---|
| after global routing | 0.436 | 30000 | 29.29 |
| after CTS | 0.436 | 30000 | 30.76 |
| after floorplan | - | 28100 | 33.92 |
| after detailed placement | 0.431 | 29700 | 30.46 |
| after global placement | 0.431 | 29700 | 30.46 |
| final | 0.436 | 30000 | 30.69 |
==> final cells by class <==
type | count | area share
repair buffers | 160 | 0.0446
well taps | 931 | 0.0388
inverters | 203 | 0.0254
clock buffers | 9 | 0.00750
flip-flops and latches | 97 | 0.0740
multi-input cells | 3586 | 0.807
clock inverters | 7 | 0.00258
==> power by group <==
part | internal [mW] | switching [mW] | leakage, nW
combinational | 0.00768 | 0.0101 | 11.4
clock | 0.0291 | 0.0295 | 0.144
sequential | 0.0659 | 0 | 0.838
==> per-layer routing <==
layer	vias to the layer above	wire, microns
li1	15100	-
met1	14400	45900
met4	0	5940
met2	1370	49300
met5	-	0
met3	270	7900
==> path summary, 6_finish.rpt <==
path	from	to	slack, ns	depth (start not counted)
worst min register to register	counter[0]	counter[0]	0.57	1
worst max register to register	counter[0]	pipeline_reg_x[21]	38.90	95
worst max-delay path	float_in[23]	pipeline_reg_x[21]	30.69	78
worst min-delay path	counter[0]	counter[0]	0.57	1
==> placed cells by master, fill, tap and decap left out, types with 24 or more instances in the layout <==
cell                              netlist  layout
sky130_fd_sc_hd__o211ai_1              41      41
sky130_fd_sc_hd__a21boi_0              24      24
sky130_fd_sc_hd__nand4_1               26      26
sky130_fd_sc_hd__mux2i_1               58      58
sky130_fd_sc_hd__nor3_1               117     116
sky130_fd_sc_hd__nand2b_1              67      67
sky130_fd_sc_hd__a31oi_1               59      59
sky130_fd_sc_hd__nand2_1              415     414
sky130_fd_sc_hd__buf_4                  9     104
sky130_fd_sc_hd__a21oi_1              318     318
sky130_fd_sc_hd__and2_1                57      57
sky130_fd_sc_hd__o31ai_1               25      25
sky130_fd_sc_hd__xor2_1               129     129
sky130_fd_sc_hd__nand3_1               90      90
sky130_fd_sc_hd__o21a_1                47      47
sky130_fd_sc_hd__o22ai_1               66      66
sky130_fd_sc_hd__nor2b_1               37      37
sky130_fd_sc_hd__ha_1                 277     275
sky130_fd_sc_hd__xnor2_1              229     227
sky130_fd_sc_hd__inv_1                199     198
sky130_fd_sc_hd__nor2_1               417     413
sky130_fd_sc_hd__clkdlybuf4s50_1        0      56
sky130_fd_sc_hd__o221ai_1              37      37
sky130_fd_sc_hd__o21ai_0              314     314
sky130_fd_sc_hd__and3_1                37      37
sky130_fd_sc_hd__dfxtp_1               69      69
sky130_fd_sc_hd__a211oi_1              64      64
sky130_fd_sc_hd__a22oi_1               34      34
sky130_fd_sc_hd__o21bai_1              31      31
sky130_fd_sc_hd__edfxtp_1              28      28
sky130_fd_sc_hd__or3_1                 34      34
sky130_fd_sc_hd__a21o_1               111     111
sky130_fd_sc_hd__a211o_1               25      25
sky130_fd_sc_hd__or2_2                 32      32
Power figures rest on the tool's default switching activity, not on a simulated workload.
