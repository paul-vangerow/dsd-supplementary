$ cat design.v
module fl_f ( input wire[31:0] fl, output wire[21:0] f ); 
  wire [21:0] shift_wire[6];
  assign shift_wire[0] = {2'b01, fl[22:3]};
  assign shift_wire[1] = fl[23] ? (shift_wire[0]) : (shift_wire[0] >> 1);
  assign shift_wire[2] = fl[24] ? (shift_wire[1]) : (shift_wire[1] >> 2);
  assign shift_wire[3] = fl[25] ? (shift_wire[2]) : (shift_wire[2] >> 4);
  assign shift_wire[4] = fl[26] ? (shift_wire[3]) : (shift_wire[3] >> 8);
  assign shift_wire[5] = fl[27] ? (shift_wire[4]) : (shift_wire[4] >> 16);
  assign f = fl[30] ? 22'h200000 : (fl[31] ? (~shift_wire[5] + 1) : shift_wire[5]);
endmodule 
module fl_div_2 ( input wire[31:0] in_fl, output wire[31:0] out_fl ); 
  assign out_fl = { in_fl[31], in_fl[30:23] - 8'b1, in_fl[22:0] };
endmodule
module f_fl (input wire[21:0] f, output wire[31:0] fl);
  wire [24:0] mant_in = (f[21] ? (~f + 1) : f) << 3;  
  wire [24:0] shift_wire[22];
  wire [7:0]  exp [22];
  wire        disable_wire[22];
  wire [24:0] out_mant;
  genvar i;
  generate
    for (i = 0; i <= 20; i=i+1) begin
      if (i == 0) begin
        assign shift_wire[0] = 0;
        assign exp[0] = 0;
        assign disable_wire[0] = 0;
      end
      assign shift_wire[i+1] = (~disable_wire[i] && mant_in[23-i]) ? (mant_in << i) : shift_wire[i];  
      assign exp[i+1] = (~disable_wire[i] && mant_in[23-i]) ? i : exp[i];
      assign disable_wire[i+1] = mant_in[23-i] | disable_wire[i];
    end
  endgenerate
  assign fl = (f == 22'h200000) ? (32'hC0000000) : { f[21], (8'd127 ^ exp[21]), shift_wire[21][22:0] };
endmodule
$ cat run.sh
#!/bin/bash
# OpenROAD 26Q1-2900-gdf79404cd8, Yosys 0.63+post, stock flow scripts
make -C /OpenROAD-flow-scripts/flow DESIGN_CONFIG=/design/flow/config.mk WORK_HOME=/design/flow/orfs finish
$ cat config.mk
export PLATFORM = sky130hd
export DESIGN_NAME = fl_div_2
export DESIGN_NICKNAME = fl_div_2
export VERILOG_FILES = /design/flow/design.v
export SDC_FILE = /design/flow/constraint.sdc
export NUM_CORES = 4
export LEC_CHECK = 1
export CORE_AREA = 10 10 70 70
export DIE_AREA = 0 0 80 80
$ cat constraint.sdc
current_design fl_div_2

set clk_period 2.5
set clk_io_pct 0.2

create_clock -name clk0 -period $clk_period

set non_clock_inputs [all_inputs -no_clocks]
set_input_delay [expr $clk_period * $clk_io_pct] -clock clk0 $non_clock_inputs
set_output_delay [expr $clk_period * $clk_io_pct] -clock clk0 [all_outputs]
==> impl_metrics.tcl <==
# collected from the flow reports
set metrics [dict create \
    first_pass_iters 2 \
    switching_share_pct 34.7 \
    area.growth.synth_to_final_pct 33.7 \
    xor_share_pct 16.1 \
    setup_viol 0 \
    p_leak_nw 0.195 \
    path_max_fanout 2 \
    gr-usage-all-layers_pct 1.94 \
    grt_max_degree 5 \
    fill_cells 397 \
    crit_path_start_kind "input pin" \
    post-route-period-util_pct 98.6 \
    synth.distinct_cells 11 \
    hold_ws_ps 1000 \
    fp-row-count 21 \
    cap_violations 0 \
    adder_share_pct 3.83 \
    dieHeight_um 80 \
    drc_errors 0 \
    min_path_type "in -> out" \
    ys_cells 42 \
    grt_pass1_vias 198 \
    top_logic_kind "buffers and inverters" \
    crit_type "in -> out" \
    hold_viol 0 \
    ir_drop_mv 0.0165 \
    p_sw_uw 20.0 \
    slew_headroom_pct 83.5 \
    fin_crit_ps 2460 \
    initial_utilization_pct 9.56 \
    p_seq_share_pct 0 \
    routed_wl_um 788 \
    flops 0 \
    vias 210 \
    muxShareOfSynthArea_pct 0 \
    yosys.area_share.simple_pct 21.5 \
    utilization_pct 12.8 \
    antenna_found_initial 1 \
    slew_violations 0 \
    die_x_um 80 \
    status "finished, final reports clean" \
    warning_count 32 \
    synth.most_common_cell "buf_4" \
    mappedNetlistArea_um2 327 \
    port_buffers 16 \
    top_area_cell "buf_4" \
    logic_area_um2 156 \
    dieArea_mm2 0.00640 \
    via_per_inst 2.41 \
    syn_area_per_cell_um2 7.78 \
    postSynthSeqShare_pct 0 \
    top_cells_by_count "buf_4, xor2_1, inv_1, nor2_1, xnor2_1" \
    rsz0062_at_grt "no" \
    post_drt_wl_per_cell_um 9.06 \
    clkbuf_count 0 \
    clockPowerShare_pct 0 \
    dp_hpwl_um 681 \
    tns_ps 0 \
    synth_chip_area_um2 327 \
    grt_pass1_wl_um 1010 \
    worstMarginPinSlew_ps 247 \
    drt_iter0_markers 4 \
    coreArea_mm2 0.00342 \
    gr-total-overflow 0 \
    pwr-share-comb_pct 100.0 \
    flop_area_um2 0 \
    ys_sh_aoi_pct 0 \
    fmax_ghz 0.406 \
    drive_above_1_share_pct 32.5 \
    drtAntennaViolNets 0 \
    topCellsByArea "buf_4, xor2_1, nor4_4" \
    powerDensity_mw_per_mm2 132 \
    cp.arrival_ps 1960 \
    gp_congestion 0.646 \
    ios 64 \
    internal_power_uw 37.7 \
    end_kind "output port" \
    cp.required_ps 2000 \
    syn_inst 42 \
    top_area_share_pct 55.2 \
    synth_warnings 0 \
]
power groups by stage:
stage	combinational, mW	clock (mW)	sequential, mW
after CTS	0.0591	0	0
after global routing	0.0631	0.0000000534	0
final	0.0577	0.0000000535	0
final timing paths:
path | from | to | cells past startpoint
setup / recovery | in_fl[23] | out_fl[25] | 6
hold / removal | in_fl[0] | out_fl[0] | 0
metal layers:
metal	up-vias	GRT usage [%]	part of all wire [%]
li1	102	-	-
met1	99	1.78	34
met2	9	3.21	45
met3	0	1.70	21
met4	0	0.352	0
met5	-	0	0
worst max-delay path, cell delays in order:
cell,delay [ps]
clkdlybuf4s50_1,500
inv_2,60
ha_4,160
buf_4,130
xor2_1,120
clkdlybuf4s50_1,490
placed cells by master, fill, tap and decap left out, drive strengths merged, types with 2 or more instances in the layout:
cell type	n
inv	3
buf	6
xor2	4
nor2	3
clkdlybuf4s50	10
dlymetal6s2s	3
dlygate4sd2	3
xnor2	2
kinds of logic (layout without fill, tap and decap cells):
kind of cell | Yosys count | after routing
xor+xnor | 6 | 6
fa+ha+maj | 1 | 1
buf+inv | 27 | 25
other cells | 0 | 1
simple gates | 8 | 8
what timing repair did:
action	CTS	global route
pin swaps	2	1
setup endpoints to repair	5	2
hold buffers	0	0
gates resized	8	3
setup buffers	1	1
per-stage QoR:
step / cell area, um^2 / worst slack, ps / cells / power, mW
finish: 437 / 36.2 / 87 / 0.0577
global route: 437 / 1.19 / 87 / 0.0631
CTS: 419 / 10.7 / 85 / 0.0591
detailed placement: 394 / -128 / 84 / 0.0559
global placement: 394 / -90.0 / 84 / 0.0556
floorplan: 327 / 936 / 42 / 0.0339
cell type report:
| cell class | count | area share (%) |
|---|---|---|
| well taps | 46 | 13.2 |
| multi-input cells | 15 | 35.8 |
| diodes | 1 | 0.573 |
| inverters | 3 | 2.58 |
| repair buffers | 22 | 47.9 |
Power and IR drop assume default switching activity.
